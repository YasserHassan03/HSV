`design/flow/design.v`:
```
module multiplier (
		   input 	 rst,
                   input 	 clk,
                   input [7:0] 	 in1,
                   input [7:0] 	 in2,
                   output [15:0] out
                  );
   reg [3:0]  stage = 0;
   reg [15:0] accumulator = 0;
   reg [7:0]  in1_shifted = 0;
   reg [15:0] in2_shifted = 0;
   always @(posedge clk) 
     if (rst || stage == 9)
       stage <= 0;
     else
       stage <= stage + 1;
   always @(posedge clk) 
     if (rst) begin
	in1_shifted <= 0;
	in2_shifted <= 0;
     end else if (stage == 0) begin
        in1_shifted <= in1;
        in2_shifted <= in2;
     end else begin
        in1_shifted <= in1_shifted >> 1;
        in2_shifted <= in2_shifted << 1;
     end
   always @(posedge clk)
     if (rst || stage == 9) begin
	accumulator <= 0;
     end else if (in1_shifted[0]) begin
        accumulator <= accumulator + in2_shifted;
     end
   assign out = accumulator;
endmodule
```
`design/flow/run.sh`:
```
#!/bin/bash
# OpenROAD 26Q1-2900-gdf79404cd8, Yosys 0.63+post, stock flow scripts
make -C /OpenROAD-flow-scripts/flow DESIGN_CONFIG=/design/flow/config.mk WORK_HOME=/design/flow/orfs finish
```
`design/flow/config.mk`:
```
export PLATFORM = sky130hd
export DESIGN_NAME = multiplier
export DESIGN_NICKNAME = multiplier
export VERILOG_FILES = /design/flow/design.v
export SDC_FILE = /design/flow/constraint.sdc
export NUM_CORES = 4
export LEC_CHECK = 1
export CORE_UTILIZATION = 30
```
`design/flow/constraint.sdc`:
```
current_design multiplier

set clk_period 5.8
set clk_io_pct 0.2

create_clock -name clk0 -period $clk_period [get_ports {clk}]

set non_clock_inputs [all_inputs -no_clocks]
set_input_delay [expr $clk_period * $clk_io_pct] -clock clk0 $non_clock_inputs
set_output_delay [expr $clk_period * $clk_io_pct] -clock clk0 [all_outputs]
```
==> run summary <==
run metrics: Tool Warnings 27, worst-path cell chain clkdlybuf4s50_1, a31oi_1, nand2_1, a2111oi_2, nand2b_1, Gate power share 14.0%, Cell area leaders dfxtp_1, ha_1, a22o_1, final setup fails 0, Yosys warnings 1, Critical Path End Type flop, row count 30, CP startpoint kind primary input, Hold Path Class reg2reg, Chip Area, Yosys 2180 um^2, P&R area growth vs syn 24.6%, Primary FF master, synth dfxtp_1, crit path time final 2.60 ns, Post-route DRC 0, Commonest Layout Cell dfxtp_1, die area 7610 um^2, initial antenna violation count 0, DP Area 2630 um^2, Unique cell types 41, Cells after Synth 234, diode count 0, Synth flops 44, clock buffer count from CTS 5, I/O Buffers 33, clk_skew 0.00587 ns, fillcell total 715, vias in the first global route 1613, setup_tns 0 ns, die x size 87.2 um, max_cap viols 0, CTS tree built, max incr delay on CP 0.45 ns, R2R Setup Slk 3.55 ns, Final Cycle Share 44.8%, Max Slew Vio Count 0, Synth top area share 40.4%, ys async rst share 0%, Mapped Area 2180 um^2, floorplan core density 31.5%, First DRT Iteration DRCs 84, Top cells excl fill/tap dfxtp_1, clkdlybuf4s50_1, nor2_1, nand2_1, ha_1, max_slew headroom 55.7%, Pre-antenna DRT Iters 4, Lkg Pwr 1.05 nW, # Cells Yosys 234, hold path startpoint in1_shifted[2], cell-internal power 0.459 mW, Pwr per Cell Area 225 nW/um^2, FF-to-FF Start accumulator[0], register area share after synthesis 40.4%, CP max stage cell clkdlybuf4s50_1, post_cts resized 0, switching power 0.152 mW, global route total overflow 0, Worst-path clk slew 0.07 ns, CP Data Required Time 6.04 ns, H-tree Lvls 2, Post-synth EDFFs 0, area leader, netlist dfxtp_1, CTS Root Cell clkbuf_8, Max VDD drop 0.000126 V, WS Path Type in2reg, Via density 4.70, global-route wire length before repair 7590 um, share of cells above drive strength 1 6.99%, sw frac 24.9%, outcome finished clean, via count 1730, register area 881 um^2, core area 6910 um^2, crit-path leading delay family AND-OR/OR-AND gates, placer congestion estimate 0.825, Buf/Inv on CP 1, Hold-fix buffers, CTS 0, worst slew pin tran 0.663 ns, WL/cell 12.0 um, Top-Level Pins 34, Final Hold Fails 0, HPWL Detailed 3270 um, postcts setup bufs 0, fmax 0.385 GHz, sequential power share 54.3%, r2r worst-path depth 8, clk sinks 44, syn avg cell area 9.31 um^2, pin count of the biggest net entering global routing 23, Die Y 87.2 um, Design Area, Final 2720 um^2, clock buffer depth 2, GRT Total Usage 12.8%, WHS Path Cells 1, Worst-Skew Late Latency 0.29 ns, WL final 4430 um, Reg-to-Reg End accumulator[12], ANT nets after route 0, hold worst-path end in1_shifted[1], Gate Area 1240 um^2, Clk network pwr share 31.7%, RSZ-0062 raised after global routing no, crit path DAT 2.83 ns, crit path max fanout 9
-- cell type report --
type                       instances  share of cell area (%)
multi-input combinational        175                    45.7
sequential                        44                    32.4
timing repair buffer              35                    12.7
tap                               96                    4.42
clock buffer                       8                    3.32
inverter                          10                    1.38
-- cell families after synthesis --
| family | after synthesis | share of synthesized area [%] |
|---|---|---|
| mux | 8 | 3.68 |
| simple gates | 75 | 15.9 |
| flops | 44 | 40.4 |
| fa+ha+maj | 19 | 11.3 |
| xor+xnor | 9 | 3.62 |
| buf+inv | 15 | 2.58 |
| compound gates | 64 | 22.6 |
-- power groups by stage --
stage	combinational [mW]	clock, mW	sequential [mW]
after CTS	0.0869	0.204	0.332
after global routing	0.0962	0.218	0.334
final	0.0856	0.194	0.332
-- per-stage QoR --
stage,instances,worst slack [ns],power [mW],hold WS (ns),utilization (%)
after floorplan,234,3.68,0.391,0.426,-
after detailed placement,360,2.89,0.425,0.438,38.0
after CTS,368,3.20,0.623,0.456,39.3
final,368,3.20,0.611,0.451,39.3
after global routing,368,3.00,0.648,0.471,39.3
after global placement,360,2.97,0.425,0.432,38.0
-- synth_stat cells, drive strengths merged, types with 2 or more instances --
| library cell | count |
|---|---|
| o22ai | 2 |
| a22o | 14 |
| o21ai | 8 |
| o31ai | 2 |
| and2 | 11 |
| nand2 | 22 |
| inv | 9 |
| xnor2 | 6 |
| a21oi | 17 |
| o2111ai | 2 |
| a31o | 2 |
| o21a | 2 |
| mux2i | 8 |
| xor2 | 3 |
| nor2 | 24 |
| dfxtp | 44 |
| o211ai | 3 |
| a211oi | 3 |
| nor3 | 5 |
| nand3 | 6 |
| ha | 18 |
| a31oi | 3 |
| clkbuf | 4 |
| o21bai | 2 |
| and3 | 2 |
| nand2b | 2 |
-- sequential cells by signal, indices dropped and copies added, names as in the netlist --
name,cells
in1_shifted,8
stage,4
in2_shifted,16
accumulator,16
-- worst max-delay path by stage --
stage	from	endpoint	slack (ns)	cells past startpoint
final	rst	accumulator[12]	3.20	5
after CTS	rst	accumulator[12]	3.20	5
after global routing	rst	accumulator[12]	3.00	5
-- layer usage --
metal / track usage (%) / vias up / wire length [um]
met1: 19.4 / 776 / 2260
met3: 2.50 / 5 / 186
li1: - / 918 / -
met5: 0 / - / 0
met4: 1.49 / 0 / 48
met2: 20.1 / 31 / 1940
Power is estimated from default activity; no workload was simulated.
